$ cat ./run.sh
#!/bin/bash
# OpenROAD 26Q1-2900-gdf79404cd8, Yosys 0.63+post, stock flow scripts
make -C /OpenROAD-flow-scripts/flow DESIGN_CONFIG=/design/flow/config.mk WORK_HOME=/design/flow/orfs finish
$ cat ./config.mk
export PLATFORM = sky130hd
export DESIGN_NAME = poly_load_control_BRAM1
export DESIGN_NICKNAME = poly_load_control_BRAM1
export VERILOG_FILES = /design/flow/design.v
export SDC_FILE = /design/flow/constraint.sdc
export NUM_CORES = 4
export LEC_CHECK = 1
export CORE_AREA = 10 10 70 70
export DIE_AREA = 0 0 80 80
$ cat ./constraint.sdc
current_design poly_load_control_BRAM1

set clk_period 1.9
set clk_io_pct 0.2

create_clock -name clk0 -period $clk_period [get_ports {clk}]

set non_clock_inputs [all_inputs -no_clocks]
set_input_delay [expr $clk_period * $clk_io_pct] -clock clk0 $non_clock_inputs
set_output_delay [expr $clk_period * $clk_io_pct] -clock clk0 [all_outputs]
$ cat ./design.v
`timescale 1ns / 1ps
module poly_load_control_BRAM1(clk, rst, s_address, poly_load_delayed, poly_load_done);
input clk, rst;
output [7:0] s_address;
output reg poly_load_delayed;
output poly_load_done;
reg [4:0] poly_word_counter;
always @(posedge clk)
begin
	if (rst)
		poly_load_delayed <= 0;
	else
		poly_load_delayed <= poly_word_counter < 16;
end
assign s_address = poly_word_counter;
always @(posedge clk)
begin
	if (rst)
		poly_word_counter <= 5'd0;
	else if (poly_word_counter < 16)
		poly_word_counter <= poly_word_counter + 5'd1;
	else
		poly_word_counter <= poly_word_counter;
end
assign poly_load_done = poly_word_counter == 5'd15 ? 1'b1 : 1'b0;
endmodule
==> flow_metrics.py <==
# Generated from Yosys and OpenROAD reports
metrics = {
    "detailed_routing": {
        "antenna-diode-count": 0,
        "drc": 0,
        "wl_um": 684,
        "drtPass1Iterations": 2,
        "wl_per_cell_um": 8.14,
        "drt-vias-per-instance": 2.44,
        "drtAntennaViolNets": 0,
        "first_iter_violations": 18,
        "vias": 205,
    },
    "final_timing": {
        "clock_skew_ps": 0.277,
        "fin_setup_tns_ps": 0,
        "max_clock_freq_mhz": 583,
        "finalHoldViolCount": 0,
        "period_minus_slack_ps": 1710,
        "setup_violations": 0,
        "min_period_over_period_pct": 90.2,
        "final.setup.worst_slack_ps": 186,
        "rsz0062_at_grt": "no",
        "slew_viol_final": 0,
    },
    "layout": {
        "drive_gt1_share_pct": 21.1,
        "nFillCells": 400,
        "flop_area_um2": 125,
        "comb_area_um2": 120,
        "area_delta_synth_final_pct": 64.9,
    },
    "synthesis": {
        "synth_seq_share_pct": 46.8,
        "synth_top_area_share_pct": 46.8,
        "synth_area_per_cell_um2": 9.87,
        "syn_area_um2": 256,
        "top_cells_by_area": "dfxtp_1, ha_1, buf_4, nor2_1, xor2_1",
        "ys_area_um2": 256,
        "synth_top_cell_by_area": "dfxtp_1",
        "ys_types": 13,
        "yosys_cells": 26,
        "syn_inst": 26,
        "ys_warn_count": 1,
        "ys_ff": 6,
    },
    "grt": {
        "first_global_vias": 213,
        "antenna_found_initial": 0,
        "grt_overflow": 0,
        "met2_usage_pct": 2.17,
        "grt_max_degree": 8,
        "busiest_layer": "met3",
        "grt_pass1_wl_um": 1070,
        "track_usage_pct": 2.32,
        "use_met3_pct": 3.30,
        "met1_usage_pct": 2.81,
    },
    "floorplan": {
        "num_io_pins": 12,
        "fp.dieW_um": 80,
        "core_um2": 3420,
        "die_height_um": 80,
        "die-area_um2": 6400,
        "rows": 21,
        "initial_utilization_pct": 7.51,
    },
    "flow_run": {
        "warnings": 25,
        "maxCapViolations": 0,
    },
    "clock_network": {
        "root_buffer": "clkbuf_4",
        "numCtsBuffers": 3,
        "clock_insertion_delay_worst_skew_ps": 240,
        "htreeDepth": 1,
        "cts_tree": "yes",
        "cts.clk_slew.worst_paths_ps": 40,
        "clkSinkCount": 6,
        "cts_hold_buf": 0,
        "clockBufferDepth": 2,
    },
    "worst_setup_path": {
        "crit_arrival_ps": 1330,
        "critPathCapture": "poly_load_done",
        "r2r_setup_slack_ps": 730,
        "critPathMaxFanout": 2,
        "endpoint_kind": "primary output",
        "critPathKind": "reg2out",
        "reg2reg_depth": 4,
        "rr_startpoint": "poly_word_counter[0]",
        "required_ps": 1520,
        "r2r_end": "poly_word_counter[4]",
        "start_kind": "flop",
        "crit_start": "poly_word_counter[0]",
    },
    "worst_hold_path": {
        "min_path_type": "reg2reg",
        "worstHoldStart": "poly_word_counter[4]",
    },
    "placed_design": {
        "post-place-ws_ps": 182,
        "gp_congestion": 0.742,
        "port_buffers": 8,
    },
    "outcome": {
        "status": "finished clean",
    },
    "pwr": {
        "vdd_drop_max_v": 0.000199,
        "p_per_area_nw_per_um2": 822,
        "p_leak_uw": 0.000169,
    },
}
## worst min-delay path by stage
| stage | end | depth (start not counted) |
|---|---|---|
| 5_1_grt | poly_load_delayed | 1 |
| 6_report | poly_load_delayed | 1 |
| 4_1_cts | poly_load_delayed | 1 |
## area by class of cell
class	count	area share, %
Clock buffer	3	5.33
Timing Repair Buffer	10	22.2
Inverter	1	0.888
Multi-Input combinational cell	18	28.4
Tap cell	46	13.6
Sequential cell	6	29.6
## state kept, by name, indices dropped and copies added, names as in the netlist
name / flops
poly_load_delayed: 1
poly_word_counter: 5
## cell usage in the layout, fill, tap and decap left out
cell type	synthesis	layout
nand4b_1	1	1
clkbuf_4	0	3
xor2_1	2	2
nor2b_1	1	1
dlygate4sd2_1	0	1
ha_2	0	1
dfxtp_2	0	1
and3_1	1	1
xnor2_1	1	1
inv_1	1	1
clkdlybuf4s50_1	0	7
buf_4	3	2
mux2i_1	1	1
ha_1	2	1
dfxtp_4	0	1
a21oi_1	1	1
dfxtp_1	6	4
nor2_1	5	5
conb_1	1	3
## power breakdown
part           internal [µW]  total (µW)  leakage, µW  switching (µW)
logic                   49.6        75.6     0.000105            26.0
registers                143         155    0.0000503            12.1
clock network           71.4         117    0.0000138            45.8
## routing by layer
layer,wire [µm],up-vias
li1,-,102
met1,313,90
met2,194,13
met3,176,0
met4,0,0
met5,0,-
## cells in the mapped netlist
master,instances
dfxtp_1,6
nor2b_1,1
buf_4,3
mux2i_1,1
xor2_1,2
nor2_1,5
xnor2_1,1
nand4b_1,1
inv_1,1
and3_1,1
a21oi_1,1
conb_1,1
ha_1,2
## critical path: stages, from the launching register on
cell and delay (ps):
dfxtp_4 330, ha_2 180, and3_1 180, ha_1 160, dlygate4sd2_1 240
## logic make-up (layout without fill, tap and decap cells)
kind of cell	Yosys count	in the layout	share of synthesized area, %
other	1	3	1.46
xor gates and xnor gates	3	3	10.2
adders and majority gates	2	2	9.75
muxes	1	1	3.90
and+or+nand+nor	8	8	15.6
buffers and inverters	4	14	10.2
DFF	6	6	46.8
AOI/OAI and AO/OA	1	1	1.95
## per-stage QoR
stage / hold WS [ps] / cell area (µm²) / utilization, % / total power (µW) / std cells
CTS: 539 / 423 / 12.4 / 352 / 84
detailed placement: 529 / 379 / 11.1 / 218 / 79
finish: 530 / 423 / 12.4 / 348 / 84
global placement: 500 / 379 / 11.1 / 214 / 79
global route: 574 / 423 / 12.4 / 372 / 84
floorplan: 447 / 264 / - / 181 / 28
## what timing repair did
item,CTS,global route
buffers inserted,2,0
resized,5,0
endpoints found under the setup margin,1,0
endpoints found under the hold margin,0,0
Power is estimated from default activity; no workload was simulated.
