==> /design/flow/design.v <==
`timescale 1ns / 1ps
module buffer_muxer1(buffer_end, input_ten_bit_0, selector, ten_bit_coeff, out);
input [23:0] buffer_end;
input [12:0] input_ten_bit_0;
input ten_bit_coeff;
input [5:0] selector;
output wire [12:0] out;
assign out = ten_bit_coeff ? (buffer_end[12:0]) :  
		selector  <  9 ? buffer_end[12:0] :
                selector ==  9 ? {buffer_end[13:12], buffer_end[10:0]} :
                selector  < 14 ? buffer_end[13:1] :
                selector == 14 ? {buffer_end[14:12], buffer_end[10:1]} :
                selector  < 19 ? buffer_end[14:2] :
                selector == 19 ? {buffer_end[15:12], buffer_end[10:2]} :
                selector  < 24 ? buffer_end[15:3] :
                selector == 24 ? {buffer_end[16:12], buffer_end[10:3]} :
                selector  < 29 ? buffer_end[16:4] :
                selector == 29 ? {buffer_end[17:12], buffer_end[10:4]} :
                selector  < 34 ? buffer_end[17:5] :
                selector == 34 ? {buffer_end[18:12], buffer_end[10:5]} :
                selector  < 39 ? buffer_end[18:6] :
                selector == 39 ? {buffer_end[19:12], buffer_end[10:6]} :
                selector  < 44 ? buffer_end[19:7] :
                selector == 44 ? {buffer_end[20:12], buffer_end[10:7]} :
                selector  < 49 ? buffer_end[20:8] :
                selector == 49 ? {buffer_end[21:12], buffer_end[10:8]} :
                selector  < 54 ? buffer_end[21:9] :
                selector == 54 ? {buffer_end[22:12], buffer_end[10:9]} :
                selector  < 59 ? buffer_end[22:10] :
                selector == 59 ? {buffer_end[23:12], buffer_end[10]} :
                buffer_end[23:11];
endmodule
==> /design/flow/run.sh <==
#!/bin/bash
# OpenROAD 26Q1-2900-gdf79404cd8, Yosys 0.63+post, stock flow scripts
make -C /OpenROAD-flow-scripts/flow DESIGN_CONFIG=/design/flow/config.mk WORK_HOME=/design/flow/orfs finish
==> /design/flow/config.mk <==
export PLATFORM = sky130hd
export DESIGN_NAME = buffer_muxer1
export DESIGN_NICKNAME = buffer_muxer1
export VERILOG_FILES = /design/flow/design.v
export SDC_FILE = /design/flow/constraint.sdc
export NUM_CORES = 4
export LEC_CHECK = 1
export CORE_UTILIZATION = 30
==> /design/flow/constraint.sdc <==
current_design buffer_muxer1

set clk_period 3.4
set clk_io_pct 0.2

create_clock -name clk0 -period $clk_period

set non_clock_inputs [all_inputs -no_clocks]
set_input_delay [expr $clk_period * $clk_io_pct] -clock clk0 $non_clock_inputs
set_output_delay [expr $clk_period * $clk_io_pct] -clock clk0 [all_outputs]
==> run summary <==
run metrics: Syn Std Cell Area 1740 sq um, Area after DPL 2710 sq um, Tmin final 3.38 ns, Max Cap Viol 0, Setup crit start kind primary input, Setup CP Type in -> out, Reg area 0 sq um, layout cell share with drive strength beyond 1 0.410, synthesized-area fraction occupied by adder cells 0.00576, worst min path class in -> out, routed wire length 7850 um, area reported by Yosys stat 1740 sq um, XOR Share, Synth 0, status finished, final reports clean, post-layout util 0.575, Worst Path Required 2.72 ns, Max-Slew Margin vs Limit 0.745, die width 78.1 um, Via Count 2753, Worst Path Max Fanout 8, number of global-route vias before repair 2432, Core Util at FP 0.314, Post-synth top cells 35 x nor2_1, 28 x a21oi_1, 24 x o21ai_0, most frequent cell on the critical path buf_4, Top cells by area a21oi_1 8.1%, a221oi_1 8.1%, nor2_1 7.6%, core area 5540 sq um, PD cells 140 nW/um^2, RSZ-0062 raised after global routing yes, Final Non-Filler Cells 460, post-synthesis mux area share 0.0770, count of tool warnings 47, Final Hold Violation Tally 0, number of cells in Yosys stat 276, placed cell count 439, Row Count 27, DR vias/cell 5.98, register area share after synthesis 0, Tcrit/Tclk final 0.995, initial antenna violation count 0, Cell Type Count 55, largest area contributor in the netlist a21oi_1, CP peak stage delay 0.53 ns, # setup viols final 0, Final HPWL DP 5630 um, leakage 0.00130 uW, Logic area 1800 sq um, gr usage total 0.258, aoi share 0.557, largest net degree at the start of global routing 16, Dominant cell area share 0.0806, Routed WL per cell 17.1 um, syn avg cell area 6.30 sq um, total grt overflow 0, initial DRC count 200, antenna-violating nets left 0, port bufs 44, VDD IR max 0.0601 mV, Max Fclk 0.296 GHz, area grow syn2layout 83.4%, DRC Markers 0, gpl congestion 0.973, fin area 3190 sq um, number of antenna cells inserted 0, simple-gate share of the synthesized area 0.256, Detailed Routing Iterations Pass 1 5, Syn. warnings 0, clock buf count 0, Top non-seq family AND-OR/OR-AND gates, I/O pins 57, first-pass GRT wire length 12500 um, Slew @ Worst Pin 0.380 ns, Critical-path top delay cell or4_4, CP Cell Sequence buf_4 > or4_4 > buf_4 > o22ai_4 > buf_6 > a221oi_1 > nor2_1 > a2111oi_2 > a21oi_1 > clkdlybuf4s50_1, hold buffers post-CTS 0, total die area 6100 sq um, max-slew violations 0, top-count cell post-synth nor2_1, fillers 510, Die Y 78.1 um, Worst EP arrival 2.70 ns, cell count after synthesis 276, CP endpoint kind output pin, Flops 0
[worst max-delay path: cells and delay by family]
| family | cells | cell delay, ns |
|---|---|---|
| AND-OR/OR-AND | 4 | 0.43 |
| buffers and inverters | 4 | 0.91 |
| AND/OR/NAND/NOR | 2 | 0.68 |
[per-layer routing]
layer	wire length, um	track usage
met2	3470	0.409
met3	491	0.00945
met4	150	0.0426
met1	3740	0.393
met5	0	0
[final timing paths]
kind,startpoint,slack [ns],depth (start not counted),endpoint
worst max-delay path,selector[0],0.02,10,out[12]
worst min-delay path,buffer_end[0],2.09,4,out[0]
[layout by cell type (no fill, tap or decap), types with 5 or more instances in the layout]
cell type and count:
mux2i_1 9, buf_4 87, a211oi_1 5, a221oi_1 13, nand3_1 5, nor2_1 31
nand2_1 13, o21ai_0 17, a21oi_1 25, clkdlybuf4s50_1 27, dlymetal6s2s_1 6, a221o_1 5
o21ai_1 5, o21ai_2 5, buf_6 12, o21a_1 7
[area by class of cell]
type,instances,area share
tap,72,0.0283
timing repair buffer,145,0.402
multi-input combinational,240,0.566
inverter,3,0.00353
[logic make-up after synthesis]
family                     count (synthesis)
buffers and inverters                     36
AOI/OAI and AO/OA                        137
muxes                                     13
and+or+nand+nor                           89
adders and majority gates                  1
[what timing repair did]
action,in CTS,in global routing
buffers inserted,7,10
endpoints found under the setup margin,13,9
pin swaps,24,21
gates cloned,3,1
resized,76,44
[per-stage QoR]
stage	power (uW)	worst slack [ns]	hold WS [ns]	setup TNS (ns)
3_3_place_gp	377	-0.524	2.28	-6.13
2_1_floorplan	185	0.456	1.41	0
4_1_cts	414	-0.0201	2.09	-0.0276
5_1_grt	481	-0.0936	2.13	-0.0981
6_report	446	0.0168	2.09	0
3_5_place_dp	376	-0.535	2.28	-6.26
[power breakdown]
group	total, uW	switching [uW]	leakage (uW)	internal [uW]
Combinational	446	210	0.00130	236
Sequential	0	0	0	0
Clock	0	0	0	0
Total	446	210	0.00130	236
Power and IR drop assume default switching activity.
